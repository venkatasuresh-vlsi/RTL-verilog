==> flow/design.v <==
module alu #(parameter N = 16)(
     input [N-1:0] a, b,
	 input [5:0] sel,
	 output reg [N-1:0] result,
	 output reg [N-1:0] upper_result,
	 output reg carry_flag,
	 output reg overflow_flag,
	 output reg zero_flag,
	 output reg negative_flag,
	 output reg parity_flag,
	 output reg modulo_flag,
	 output reg sign_flag
	 );
	 reg [N:0] result1;
	 reg [2*N-1:0] mul_result;
	 always @(*) begin
	     result = {N{1'b0}};
		 upper_result = {N{1'b0}};
		 result1 = {N+1{1'b0}};
		 mul_result = {2*N{1'b0}};
		 carry_flag = 0;
		 overflow_flag = 0;
		 zero_flag = 0;
		 negative_flag = 0;
		 parity_flag = 0;
		 modulo_flag = 0;
		 sign_flag = 0;
		 case(sel)
		     6'd0 : begin 
			     result1 = a + b;
				 result = result1[N-1:0];
				 carry_flag = result1[N];
				 overflow_flag = (a[N-1] == b[N-1]) && (result[N-1] != a[N-1]);
				end
			 6'd1 : begin
			     result1 = a - b;
				 result = result1[N-1:0];
				 carry_flag = a < b;
				 overflow_flag = (a[N-1] != b[N-1]) && (result[N-1] != a[N-1]);
				end
			 6'd2 : begin 
			     mul_result = a * b;
				 result = mul_result[N-1:0];
				 upper_result = mul_result[2*N-1:N];
				end
			 6'd3 : result = (b !=0) ? a / b: {N{1'b0}};
			 6'd4 : result = a + 1;
			 6'd5 : result = b + 1;
			 6'd6 : result = a - 1;
			 6'd7 : result = b - 1;
			 6'd8 : result = (b != 0) ? a % b : {N{1'b0}};
			 6'd9 : result = a & b;
			 6'd10 : result = a | b;
			 6'd11 : result = ~a;
			 6'd12 : result = ~b;
			 6'd13 : result = ~(a & b);
			 6'd14 : result = ~(a | b);
			 6'd15 : result = (a ^ b);
			 6'd16 : result = ~(a ^ b);
			 6'd17 : result = a << 1;
			 6'd18 : result = b << 1;
			 6'd19 : result = a >> 1;
			 6'd20 : result = b >> 1;
			 6'd21 : result = $signed(a) <<< 1;
			 6'd22 : result = $signed(b) <<< 1;
			 6'd23 : result = $signed(a) >>> 1;
			 6'd24 : result = $signed(b) >>> 1;
			 6'd25 : result = {a[N-2:0], a[N-1]};
			 6'd26 : result = {b[N-1:0], b[N-1]};
			 6'd27 : result = {a[0], a[N-1:1]};
			 6'd28 : result = {b[0], b[N-1:1]};
			 6'd29 : result = (a == b) ? {N{1'b1}} : {N{1'b0}};
             6'd30 : result = (a != b) ? {N{1'b1}} : {N{1'b0}};
             6'd31 : result = (a < b) ? {N{1'b1}} : {N{1'b0}};
             6'd32 : result = (a > b) ? {N{1'b1}} : {N{1'b0}};
             6'd33 : result = (a <= b) ? {N{1'b1}} : {N{1'b0}};
             6'd34 : result = (a >= b) ? {N{1'b1}} : {N{1'b0}};			 
			 default : result = {N{1'b0}};	
			endcase
			zero_flag = (result == {N{1'b0}} );
			negative_flag = result[N-1];
			sign_flag = result[N-1];
			modulo_flag = (b != 0) && (a % b != 0);
			parity_flag = ~^result;
		end
	endmodule
==> flow/run.sh <==
#!/bin/bash
# OpenROAD 26Q1-2900-gdf79404cd8, Yosys 0.63+post, stock flow scripts
make -C /OpenROAD-flow-scripts/flow DESIGN_CONFIG=/design/flow/config.mk WORK_HOME=/design/flow/orfs finish
==> flow/config.mk <==
export PLATFORM = sky130hd
export DESIGN_NAME = alu
export DESIGN_NICKNAME = alu
export VERILOG_FILES = /design/flow/design.v
export SDC_FILE = /design/flow/constraint.sdc
export NUM_CORES = 4
export LEC_CHECK = 1
export CORE_UTILIZATION = 40
==> flow/constraint.sdc <==
current_design alu

set clk_period 78.2
set clk_io_pct 0.2

create_clock -name clk0 -period $clk_period

set non_clock_inputs [all_inputs -no_clocks]
set_input_delay [expr $clk_period * $clk_io_pct] -clock clk0 $non_clock_inputs
set_output_delay [expr $clk_period * $clk_io_pct] -clock clk0 [all_outputs]
==> flow_summary.json <==
{
  "fp_util": 0.404,
  "track_usage": 0.323,
  "cap_violations": 0,
  "warnings": 72,
  "yosys_warnings": 1,
  "path_max_fanout": 9,
  "n_clock_buffer": 0,
  "synth_cells": 5890,
  "slew_viol_final": 0,
  "ys_seq_frac": 0,
  "dieArea_sq_um": 106000,
  "ioPinCount": 77,
  "drt_iter0_drc": 3225,
  "cpMostUsedCell": "o21a_1",
  "internal-power_mw": 6.96,
  "wirelength_um": 172000,
  "design_area_sq_um": 59300,
  "clock.fmax_ghz": 0.00929,
  "violations": "setup timing",
  "place_hpwl_um": 137000,
  "p_sw_mw": 5.93,
  "overflow": 0,
  "cp-start-kind": "primary input",
  "io_buffers": 77,
  "critPathMaxStageDelay_ps": 570,
  "irDropWorstVdd_mv": 0.739,
  "avgSynthCellArea_sq_um": 7.13,
  "yosysUniqueCellTypes": 116,
  "tightest_slew_ps": 1070,
  "slew_headroom": 0.279,
  "dieWidth_um": 326,
  "core_area_sq_um": 104000,
  "fp.dieH_um": 326,
  "drive_gt1_frac": 0.314,
  "viasPerCell": 5.63,
  "areaGrowthSynthToFinish_pct": 41.2,
  "hold_ws_ps": 32430,
  "power_mw": 12.9,
  "powerDensity_nw_per_um2": 218,
  "worstPathArrival_ps": 92020,
  "required_ps": 62560,
  "regArea_sq_um": 0,
  "firstDrtPassIters": 6,
  "hold_path_class": "primary input to output pin",
  "hold_viol": 0,
  "seq_cells": 0,
  "row_count": 118,
  "endpoint_kind": "output pin",
  "power_leakage_nw": 29.3,
  "hold_buffers": 0,
  "grt_pass1_wl_um": 265000,
  "place_area_sq_um": 57100,
  "setup_ws_ps": -29460,
  "drc_errors": 0,
  "path_class": "primary input to output pin",
  "num_vias": 50200,
  "wl_per_cell_um": 19.3,
  "antenna_found_initial": 10,
  "rsz0062_at_grt": "true",
  "grt_max_degree": 51,
  "ant_nets": 0,
  "grt_pass1_vias": 47200,
  "finalSetupViolCount": 1,
  "switching_share": 0.460,
  "period_minus_slack_ps": 107660,
  "layout_top_cell": "buf_4",
  "status": "finished with violations",
  "syn-cell-area_sq_um": 42000,
  "mostFrequentLayoutCells": "1,757 x buf_4, 676 x ha_1, 568 x nand2_1",
  "place_congestion": 1.08,
  "yosys_area_sq_um": 42000,
  "ys_cells": 5890,
  "crit_slowest_cell": "or4_4",
  "timing.final.crit_share": 1.38
}
-- per-layer routing --
metal	up-vias	track usage	wire length, um
li1	24900	-	-
met1	23200	0.455	77300
met2	1726	0.476	70900
met3	347	0.0973	17800
met4	10	0.0951	6130
met5	-	0.0146	277
-- synth_stat cells (11+ instances only) --
| master | number | area share |
|---|---|---|
| a2111oi_0 | 13 | 0.0027 |
| a211o_1 | 20 | 0.0042 |
| a211oi_1 | 36 | 0.0064 |
| a21boi_0 | 17 | 0.0030 |
| a21o_1 | 152 | 0.027 |
| a21oi_1 | 428 | 0.051 |
| a221o_1 | 14 | 0.0033 |
| a221oi_1 | 41 | 0.0086 |
| a22oi_1 | 17 | 0.0030 |
| a31oi_1 | 44 | 0.0066 |
| and2_1 | 46 | 0.0069 |
| and3_1 | 33 | 0.0049 |
| and4_1 | 13 | 0.0027 |
| buf_1 | 25 | 0.0022 |
| buf_2 | 16 | 0.0019 |
| clkbuf_1 | 178 | 0.016 |
| fa_1 | 200 | 0.095 |
| ha_1 | 717 | 0.21 |
| inv_1 | 381 | 0.034 |
| mux2_2 | 109 | 0.029 |
| mux2i_1 | 41 | 0.0098 |
| nand2_1 | 581 | 0.052 |
| nand2b_1 | 59 | 0.0088 |
| nand3_1 | 101 | 0.012 |
| nand4_1 | 67 | 0.010 |
| nor2_1 | 591 | 0.053 |
| nor2b_1 | 48 | 0.0072 |
| nor3_1 | 306 | 0.036 |
| nor4_1 | 37 | 0.0055 |
| o2111ai_1 | 18 | 0.0038 |
| o211a_1 | 11 | 0.0026 |
| o211ai_1 | 41 | 0.0073 |
| o21a_1 | 265 | 0.047 |
| o21ai_0 | 242 | 0.029 |
| o21ai_1 | 19 | 0.0023 |
| o21bai_1 | 79 | 0.014 |
| o221ai_1 | 24 | 0.0050 |
| o22ai_1 | 24 | 0.0036 |
| o31a_1 | 12 | 0.0025 |
| o31ai_1 | 147 | 0.026 |
| or2_2 | 72 | 0.011 |
| or3_1 | 48 | 0.0072 |
| xnor2_1 | 218 | 0.045 |
| xor2_1 | 109 | 0.023 |
-- power groups by stage --
stage	Sequential [mW]	Clock (mW)	Combinational, mW
4_1_cts	0	0	12.6
5_1_grt	0	0.00000000692	14.3
-- final timing paths --
kind	depth (start not counted)	slack, ps	to	from
hold / removal	6	32430	modulo_flag	b[0]
setup / recovery	430	-29460	modulo_flag	b[1]
-- through the flow --
| step | std cells | utilization | setup TNS (ps) | setup WS (ps) |
|---|---|---|---|---|
| 6_report | 8920 | 0.571 | -29460 | -29460 |
| 3_5_place_dp | 8800 | 0.550 | -30830 | -30830 |
| 2_1_floorplan | 5905 | - | -32630 | -32630 |
| 5_1_grt | 8916 | 0.571 | -33820 | -33820 |
| 4_1_cts | 8816 | 0.553 | -30290 | -30290 |
| 3_3_place_gp | 8800 | 0.550 | -29820 | -29820 |
-- worst max-delay path, delay by kind of cell --
kind	cells	cell delay, ps
multiplexers	13	3500
adder cells (fa/ha/maj)	31	8460
AND-OR/OR-AND	253	45250
buffers and inverters	27	3150
AND/OR/NAND/NOR	106	15940
-- layout make-up --
class | count | area (sq um)
Antenna cell | 8 | 20.0
Inverter | 392 | 1510
Fill cell | 9265 | 44500
Tap cell | 1380 | 1730
Timing Repair Buffer | 1851 | 14200
Multi-Input combinational cell | 5289 | 41800
-- cells by family after synthesis --
kind of cell | share of synthesized area
buf+inv | 0.0569
mux | 0.0404
fa+ha+maj | 0.309
other cells | 0.0000893
compound gates | 0.290
simple gates | 0.236
xor+xnor | 0.0682
-- timing repair --
item	in CTS	in global routing
buffers inserted	13	96
cloned	3	1
endpoints found under the setup margin	1	1
pin swaps	15	217
gates resized	29	248
Power figures rest on the tool's default switching activity, not on a simulated workload.
