==> /design/flow/design.v <==
module alu_64bit #(parameter N = 64)(
     input [63:0] a, b,
	 input [5:0] sel,
	 output reg [63:0] result,
	 output reg [63:0] upper_result,
	 output reg carry_flag,
	 output reg overflow_flag,
	 output reg zero_flag,
	 output reg negative_flag,
	 output reg parity_flag,
	 output reg modulo_flag,
	 output reg sign_flag
	 );
	 reg [64:0] result1;
	 reg [127:0] mul_result;
	 always @(*) begin
	     result = 64'b0;
		 upper_result = 64'b0;
		 result1 = 65'b0;
		 mul_result = 128'b0;
		 carry_flag = 0;
		 overflow_flag = 0;
		 zero_flag = 0;
		 negative_flag = 0;
		 parity_flag = 0;
		 modulo_flag = 0;
		 sign_flag = 0;
		 case(sel)
		     6'd0 : begin 
			     result1 = a + b;
				 result = result1[63:0];
				 carry_flag = result1[64];
				 overflow_flag = (a[63] == b[63]) && (result[63] != a[63]);
				end
			 6'd1 : begin
			     result1 = a - b;
				 result = result1[63:0];
				 carry_flag = a < b;
				 overflow_flag = (a[63] != b[63]) && (result[63] != a[63]);
				end
			 6'd2 : begin 
			     mul_result = a * b;
				 result = mul_result[63:0];
				 upper_result = mul_result[127:N];
				end
			 6'd3 : result = (b !=0) ? a / b: 64'b0;
			 6'd4 : result = a + 1;
			 6'd5 : result = b + 1;
			 6'd6 : result = a - 1;
			 6'd7 : result = b - 1;
			 6'd8 : result = (b != 0) ? a % b : 64'b0;
			 6'd9 : result = a & b;
			 6'd10 : result = a | b;
			 6'd11 : result = ~a;
			 6'd12 : result = ~b;
			 6'd13 : result = ~(a & b);
			 6'd14 : result = ~(a | b);
			 6'd15 : result = (a ^ b);
			 6'd16 : result = ~(a ^ b);
			 6'd17 : result = a << 1;
			 6'd18 : result = b << 1;
			 6'd19 : result = a >> 1;
			 6'd20 : result = b >> 1;
			 6'd21 : result = $signed(a) <<< 1;
			 6'd22 : result = $signed(b) <<< 1;
			 6'd23 : result = $signed(a) >>> 1;
			 6'd24 : result = $signed(b) >>> 1;
			 6'd25 : result = {a[N-2:0], a[N-1]};
			 6'd26 : result = {b[N-1:0], b[N-1]};
			 6'd27 : result = {a[0], a[N-1:1]};
			 6'd28 : result = {b[0], b[N-1:1]};
			 6'd29 : result = (a == b) ? 64'b1 : 64'b0;
             6'd30 : result = (a != b) ? 64'b1 : 64'b0;
             6'd31 : result = (a < b) ? 64'b1 : 64'b0;
             6'd32 : result = (a > b) ? 64'b1 : 64'b0;
             6'd33 : result = (a <= b) ? 64'b1 : 64'b0;
             6'd34 : result = (a >= b) ? 64'b1 : 64'b0;			 
			 default : result = 64'b0;	
			endcase
			zero_flag = (result == 64'b0 );
			negative_flag = result[63];
			sign_flag = result[63];
			modulo_flag = (b != 0) && (a % b != 0);
			parity_flag = ~^result;
		end
	endmodule
==> /design/flow/run.sh <==
#!/bin/bash
# OpenROAD 26Q1-2900-gdf79404cd8, Yosys 0.63+post, stock flow scripts
make -C /OpenROAD-flow-scripts/flow DESIGN_CONFIG=/design/flow/config.mk WORK_HOME=/design/flow/orfs finish
==> /design/flow/config.mk <==
export PLATFORM = sky130hd
export DESIGN_NAME = alu_64bit
export DESIGN_NICKNAME = alu_64bit
export VERILOG_FILES = /design/flow/design.v
export SDC_FILE = /design/flow/constraint.sdc
export NUM_CORES = 4
export LEC_CHECK = 1
export CORE_UTILIZATION = 30
==> /design/flow/constraint.sdc <==
current_design alu_64bit

set clk_period 947.2
set clk_io_pct 0.2

create_clock -name clk0 -period $clk_period

set non_clock_inputs [all_inputs -no_clocks]
set_input_delay [expr $clk_period * $clk_io_pct] -clock clk0 $non_clock_inputs
set_output_delay [expr $clk_period * $clk_io_pct] -clock clk0 [all_outputs]
==> qor.tcl <==
set qor(outcome) {complete, but fails checks}
set qor(violations_in_the_final_reports) {capacitance limit, slew limit}
set qor(drt.antenna.violating_nets) 0
set qor(cts.repair.resized) 0
set qor(detailedRoute.firstIterationViolations) 28500
set qor(syn_avg_cell_area_um2) 7.37
set qor(design.core.area_mm2) 0.893
set qor(routed_via_density) 5.95
set qor(powerDensity_mw_per_mm2) 17.2
set qor(remaining_drc_errors) 0
set qor(slew_headroom_pct) -12.1
set qor(lay_top_cells) {sky130_fd_sc_hd__nand2_1 (6,217), sky130_fd_sc_hd__inv_1 (4,274), sky130_fd_sc_hd__fa_1 (3,842)}
set qor(die_h_um) 948
set qor(flop-count) 0
set qor(timing_hold_violations_final) 0
set qor(globalRouteOverflowTotal) 0
set qor(dieArea_mm2) 0.899
set qor(yosys-stat-cells) 36500
set qor(ioPinCount) 269
set qor(tally_of_openroad_warnings) 165
set qor(maxCapViolCount) 6
set qor(grt_max_degree) 55
set qor(timing.critical_path.slowest_stage_cell) {sky130_fd_sc_hd__a221oi_1}
set qor(timing.critical_path.max_delay_family) {AND-OR/OR-AND gates}
set qor(slew_violations) 21
set qor(final.setup.worst_slack_ns) 332.48
set qor(synth_top_area_share_pct) 28.6
set qor(die-width_um) 948
set qor(worst-setup-path-type) {in2out}
set qor(worst_hold_path_type) {in2out}
set qor(post_cts.repair.setup_buffers) 0
set qor(synthDistinctLibCells) 119
set qor(cp.required_ns) 757.76
set qor(worst_slew_pin_slew_ns) 1.67
set qor(syn_inst) 36500
set qor(critical_path_buf_inv_count) 79
set qor(synth_sequential_area_ratio_pct) 0
set qor(vdd.ir_drop.worst_uv) 109
set qor(track_usage_pct) 41.9
set qor(detailroute.via_count) 291000
set qor(areaGrowthSynthToFinish_pct) 9.28
set qor(grt_pass1_wl_mm) 2490
set qor(power_leakage_uw) 0.143
set qor(rsz0062_at_grt) {false}
set qor(placementRows) 347
set qor(area.sequential_um2) 0
set qor(postRouteWirelength_mm) 1860
set qor(place_congestion) 1.15
set qor(worst_path_largest_cell_delay_ns) 1.35
set qor(data_arrival_time_of_the_critical_path_ns) 425.28
set qor(grt_pass1_vias) 285000
set qor(clock_buffer_count) 0
set qor(synthesis.area_mm2) 0.269
set qor(post-place-cells) 48400
set qor(p_int_uw) 1660
set qor(period_minus_slack_ns) 614.72
set qor(cp-start-kind) {input port}
set qor(net_switching_uw) 3380
set qor(synth.yosys.chip_area_mm2) 0.269
set qor(routedWlPerCell_um) 38.1
set qor(topCellsByArea) {sky130_fd_sc_hd__fa_1 (29%), sky130_fd_sc_hd__ha_1 (14%), sky130_fd_sc_hd__nand2_1 (8.7%), sky130_fd_sc_hd__inv_1 (6.0%), sky130_fd_sc_hd__nor2_1 (4.8%)}
set qor(mostFrequentLayoutCell) {sky130_fd_sc_hd__nand2_1}
set qor(setup_total_negative_slack_ns) 0
set qor(worst-path-max-fanout) 54
set qor(grt_antenna_before_repair) 314
set qor(post_layout_nonfiller_instances) 48800
set qor(setup_viol_count_final) 0
set qor(count_of_buffers_from_port_buffering) 269
set qor(final_layout_size_suffix_gt1_share_pct) 6.87
set qor(initCoreUtil_pct) 30.1
set qor(ys_warn_count) 1
set qor(crit_path_end_kind) {output pin}
set qor(post_cts_hold_fix_buffer_tally) 0
set qor(hpwlAfterDp_mm) 1550
set qor(netSwitchingFraction_pct) 67.0
set qor(tcrit_tclk_final_pct) 64.9
set qor(number_of_detailed_route_iterations_in_the_first_pass) 9
set qor(netlist.top_cell.by_area) {sky130_fd_sc_hd__fa_1}
set qor(dp_worst_setup_slack_ns) 341.93
set qor(timing.critical_path.mode_cell) {sky130_fd_sc_hd__ha_1}
set qor(timing.fmax_ghz) 0.00163
-- cell type report --
type | count | area [um^2]
Inverter | 4352 | 16500
Multi-Input combinational cell | 30400 | 247000
Fill cell | 94700 | 599000
Antenna cell | 371 | 928
Timing Repair Buffer | 1866 | 14600
Tap cell | 11900 | 14800
-- synth_stat cells (all sizes together), types with 101 or more instances --
library cell	number
ha	3085
o22ai	165
a21oi	2204
a221oi	208
nand2b	268
xor2	741
nand3	621
o21bai	286
a31oi	349
or2	169
nor3	576
and3	195
o221ai	101
o31ai	177
xnor2	1153
o21ai	1645
nor4	144
a211oi	269
a21o	928
nor2	3464
and2	218
nor2b	309
clkbuf	1128
fa	3842
o211ai	250
buf	632
or3	243
nand2	6226
mux2	116
nand4	268
mux2i	106
o21a	460
inv	4332
-- metrics by stage --
step           area (um^2)  util (%)  hold slack (ns)  power (uW)
2_1_floorplan       269000         -           379.03        2500
3_3_place_gp        292000      32.8           380.32        4790
3_5_place_dp        293000      32.8           380.33        4760
4_1_cts             293000      32.8           380.33        4800
5_1_grt             293000      32.8           380.34        5260
6_report            294000      32.9           380.35        5040
-- cell families (layout without fill, tap and decap cells) --
logic type | Yosys count | after routing | synth area share [%]
other | 0 | 371 | 0
adder cells (fa/ha/maj) | 6927 | 6927 | 43.0
buffers and inverters | 6112 | 6218 | 8.61
AND-OR/OR-AND | 8317 | 8317 | 20.4
multiplexers | 222 | 222 | 0.881
AND/OR/NAND/NOR | 13000 | 13000 | 21.0
XOR/XNOR | 1894 | 1894 | 6.18
-- path summary, 6_finish.rpt --
check,startpoint,end,slack [ns],depth (start not counted)
worst min-delay path,sel[0],result[51],380.35,7
worst max-delay path,b[8],parity_flag,332.48,713
-- routing by layer --
metal  vias to the layer above  share of wire [%]  track usage [%]
li1                     123000                  -                -
met1                    143000                 36             49.8
met2                     19100                 40             56.8
met3                      4967                 13             20.5
met4                       140                 10             34.0
met5                         -               0.25             3.97
Power and IR drop assume default switching activity.
